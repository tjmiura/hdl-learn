$ cat design/flow/config.mk
export PLATFORM = sky130hd
export DESIGN_NAME = knight6
export DESIGN_NICKNAME = knight6
export VERILOG_FILES = /design/flow/design.v
export SDC_FILE = /design/flow/constraint.sdc
export NUM_CORES = 4
export LEC_CHECK = 1
export CORE_AREA = 10 10 70 70
export DIE_AREA = 0 0 80 80
$ cat design/flow/constraint.sdc
current_design knight6

set clk_period 2.1
set clk_io_pct 0.2

create_clock -name clk0 -period $clk_period [get_ports {ck}]

set non_clock_inputs [all_inputs -no_clocks]
set_input_delay [expr $clk_period * $clk_io_pct] -clock clk0 $non_clock_inputs
set_output_delay [expr $clk_period * $clk_io_pct] -clock clk0 [all_outputs]
$ cat design/flow/design.v
module knight6mid(input ck, input res, input up, input iupper, input ilower, output out);
  reg out;
  always @(posedge ck) begin
    if (res)
      out <= 0;
    else begin
      if (up)
        out <= ilower;
      else
        out <= iupper;
    end
  end
endmodule
module knight6lsb(input ck, input res, input up, input iupper, output out);
  reg out;
  always @(posedge ck) begin
    if (res)
      out <= 1;
    else begin
      if (up)
        out <= 0;
      else
        out <= iupper;
    end
  end
endmodule
module knight6msb(input ck, input res, input up, input ilower, output out);
  reg out;
  always @(posedge ck) begin
    if (res)
      out <= 0;
    else begin
      if (up)
        out <= ilower;
      else
        out <= 0;
    end
  end
endmodule
module knight6dir(input ck, input res, input imsb, input ilsb, output up);
  reg up;
  always @(posedge ck) begin
    if (res)
      up <= 1;
    else begin
      if (up==1 && imsb==1)
        up <= 0;
      else if (up==0 && ilsb==1)
        up <= 1;
    end
  end
endmodule
module knight6(input ck, input res, output [7:0] out, output up);
  wire [7:0] out;
  wire up;
  knight6msb msb( ck, res, up,         out[6], out[7]);
  knight6mid bit6(ck, res, up, out[7], out[5], out[6]);
  knight6mid bit5(ck, res, up, out[6], out[4], out[5]);
  knight6mid bit4(ck, res, up, out[5], out[3], out[4]);
  knight6mid bit3(ck, res, up, out[4], out[2], out[3]);
  knight6mid bit2(ck, res, up, out[3], out[1], out[2]);
  knight6mid bit1(ck, res, up, out[2], out[0], out[1]);
  knight6lsb lsb( ck, res, up, out[1],         out[0]);
  knight6dir dir( ck, res, out[6], out[1], up);  
endmodule
$ cat design/flow/run.sh
#!/bin/bash
# OpenROAD 26Q1-2900-gdf79404cd8, Yosys 0.63+post, stock flow scripts
make -C /OpenROAD-flow-scripts/flow DESIGN_CONFIG=/design/flow/config.mk WORK_HOME=/design/flow/orfs finish
==> run summary <==
Update from the flow run.

After clock tree synthesis, the clock-pin slew on the worst setup and hold paths is 60 ps. Setup repair after global routing left no endpoint under its margin. Counting distinct cell types in the post-synthesis netlist gives 11. The via count of the first global-routing pass is 222.

The buffer levels on the longest clock path is 2. The die boundary height is 80 um. In the global route stage, overall resource usage came out at 2.19%.

The number of input and output port buffers inserted is 10. The number of search-and-repair iterations in the first detailed-routing pass is 3. The leakage component of the power was reported as 0.229 nW.

The run finished with clean final reports. Per the synth log, the flip-flop and latch total comes to 9. The timing report shows that the slowest cell on the worst path is sky130_fd_sc_hd__dfxtp_1. The top fanout value on the critical path is 9. The flow reports that combinational logic draws 5.3% of the design power. Of the cells placed in the final design, the portion with a size suffix greater than 1 is 10.0%. The power share of the sequential group is 55.1%. The path class of the tightest hold or removal check is reg -> reg. The final cell count without fillers is 86. The maximum level of the CTS H-tree is 1. The report lists the number of cells resized after CTS as 0. The worst setup path is launched from a flop. In this run the maximum-capacitance check reported violations numbering 0. The top-level I/O count is 11. In this run the number of cells on the critical path is 1.

The routed length per instance is 8.53 um. The DRC violation total left in the routed layout is recorded as 0. The x dimension of the die is 80 um. In this run, post-CTS hold repair placed 0 buffers. STA on the placed design reports a worst setup slack of 571 ps. The accumulated negative setup slack is 0 ps. The cell at the root of the clock tree is sky130_fd_sc_hd__clkbuf_4. The total overflow reported by the global router is 0. The area growth from synthesis to final layout is 28.7%.

The largest net degree at the start of global routing is 10. The warning total across the stage logs is 25. The number of antenna violations at the first check in global routing was 0. The endpoint of the worst register-to-register path is dir.up.

The kind of critical path is reg -> out. The number of vias after detailed routing is 235. The switching share of power is 19.9%. Warnings reported by Yosys during synthesis add up to 4. The cell area that synthesis handed to floorplanning was 379 sq um. The first global-routing pass estimated 1090 um of wire. The last timing report of the flow puts the setup violation total at 0. The TritonCTS clock tree is done. The number of buffers inserted during clock tree synthesis is 3. The number of instances in the synthesized netlist is 36. The floorplan core area is 0.00342 sq mm. The post-layout period usage of the worst path is 85.4%. In this run, the clock network consumes 39.6% of the power. The clock tree skew after final layout is 2.00 ps.

The worst setup path endpoint is up. The power per cell area is 665 mW/mm^2. The max-slew violation count is 0.

The design internal power is 0.260 mW. The final timing report lists a hold violation count of 0. The actual slew at the worst max-slew pin is 415 ps. The final critical delay including setup and external delays is 1790 ps.

Looking at the post-CTS report, the setup buffer insertion count equals 0. The instance count after placement with tap cells included is 82. The maximum operating frequency is 558 MHz.

The element type at the critical path end is an output port. The share of the core filled with cells in the final layout is 14.3%. The global placer's final weighted congestion is 0.677. In this run the core area contains 21 standard-cell rows. STA reports a reg2reg setup slack of 1000 ps. According to the timing report, the critical path is launched from dir.up. The critical path goes through clkdlybuf4s50_1. A synthesized cell averages 10.5 sq um. The insertion delay to the later sink of the worst-skew pair is 250 ps. The portion of the post-synthesis area used by sequential elements is 47.5%. The stat command in Yosys gives a chip area of 379 sq um. Setup slack on the critical path of the routed design comes to 307 ps.

The worst register-to-register path has a depth of 2. The number of sinks handled by clock tree synthesis is 9. The placed wire-length estimate after detailed placement is 577 um. The endpoint arrival time on the critical path is 1370 ps.

The longest incremental delay of any stage on the critical path is reported as 570 ps. Per the OpenROAD power report, switching power amounts to 0.0648 mW. The data required time at the worst endpoint is 1680 ps. The number of nets with antenna violations after detailed routing is 0. IR analysis of the VDD net gives a maximum drop of 0.000126 V.

The reg-to-reg startpoint is dir.up. The starting utilization of the core area is 11.1%. Per the detail_route report, inserted antenna diodes total 0. Per STA, the worst path accumulates the most delay in the family flip-flops. The detailed router's first-iteration violation count is 26. Per the detailed-route log, wirelength across all metal layers totals 734 um. The relative slew slack is 72.3%.

The average vias per placed instance is 2.73. The die covers 0.00640 sq mm. The number of cells reported by Yosys stat comes to 36. The script reports the combined buffer and inverter count of the critical path as 1.
[worst min-delay path: stages, from the launching register on]
cell	delay (ps)
sky130_fd_sc_hd__dfxtp_1	320
sky130_fd_sc_hd__mux2i_1	70
sky130_fd_sc_hd__nor2_1	70
[placed cells by master (no fill, tap or decap)]
master                            count
sky130_fd_sc_hd__clkdlybuf4s50_1     10
sky130_fd_sc_hd__dfxtp_1              9
sky130_fd_sc_hd__mux2i_1              6
sky130_fd_sc_hd__nor2_1               6
sky130_fd_sc_hd__clkbuf_4             3
sky130_fd_sc_hd__inv_1                1
sky130_fd_sc_hd__a21o_1               1
sky130_fd_sc_hd__nor3b_1              1
sky130_fd_sc_hd__nor2b_4              1
sky130_fd_sc_hd__a211o_1              1
sky130_fd_sc_hd__clkbuf_1             1
[routing by layer]
layer	track usage (%)	routed length [um]
met5	0	0
met3	1.36	83
met4	0.880	27
met1	2.29	264
met2	3.45	359
[cells by family (layout without fill, tap and decap cells)]
logic type	Yosys count	count (layout)	synth area share, %
buf+inv	11	15	20.8
flops	9	9	47.5
simple gates	8	8	11.6
mux	6	6	15.8
compound gates	2	2	4.29
[sequential cells by signal, summed over array words and instances, names as in the netlist]
signal	flops
lsb.out	1
bit2.out	1
bit1.out	1
bit3.out	1
bit4.out	1
msb.out	1
bit6.out	1
bit5.out	1
dir.up	1
[synth_stat cells]
cell type | n | area (sq um)
sky130_fd_sc_hd__a211o_1 | 1 | 8.76
sky130_fd_sc_hd__clkbuf_1 | 1 | 3.75
sky130_fd_sc_hd__buf_6 | 1 | 11.3
sky130_fd_sc_hd__nor2_1 | 6 | 22.5
sky130_fd_sc_hd__nor3b_1 | 1 | 7.51
sky130_fd_sc_hd__mux2i_1 | 6 | 60.1
sky130_fd_sc_hd__a21o_1 | 1 | 7.51
sky130_fd_sc_hd__buf_4 | 8 | 60.1
sky130_fd_sc_hd__dfxtp_1 | 9 | 180
sky130_fd_sc_hd__nor2b_4 | 1 | 13.8
sky130_fd_sc_hd__inv_1 | 1 | 3.75
[final cells by class]
class	instances	area (sq um)
fillers	392	2930
clock buffers	4	26.3
well taps	46	57.6
multi-input cells	16	120
repair buffers	10	100
inverters	1	3.75
flip-flops and latches	9	180
[stage by stage]
| stage | hold slack (ps) | power (mW) | area [sq um] |
|---|---|---|---|
| 5_1_grt | 543 | 0.345 | 488 |
| 4_1_cts | 513 | 0.333 | 488 |
| 6_report | 502 | 0.325 | 488 |
| 3_3_place_gp | 477 | 0.201 | 462 |
| 3_5_place_dp | 496 | 0.201 | 462 |
| 2_1_floorplan | 462 | 0.194 | 379 |
[power groups by stage]
stage / Combinational (mW) / Sequential, mW / Clock (mW)
CTS: 0.0182 / 0.179 / 0.136
global route: 0.0187 / 0.180 / 0.147
finish: 0.0172 / 0.179 / 0.128
[how the worst min path moves through the flow]
stage / from / end / slack, ps / cells after the start
final: lsb.out / bit1.out / 500 / 2
after global routing: msb.out / bit6.out / 540 / 2
after CTS: msb.out / bit6.out / 510 / 2
Power is estimated from default activity; no workload was simulated.
