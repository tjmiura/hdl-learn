===== flow/run.sh =====
#!/bin/bash
# OpenROAD 26Q1-2900-gdf79404cd8, Yosys 0.63+post, stock flow scripts
make -C /OpenROAD-flow-scripts/flow DESIGN_CONFIG=/design/flow/config.mk WORK_HOME=/design/flow/orfs finish

===== flow/config.mk =====
export PLATFORM = sky130hd
export DESIGN_NAME = knight5
export DESIGN_NICKNAME = knight5
export VERILOG_FILES = /design/flow/design.v
export SDC_FILE = /design/flow/constraint.sdc
export NUM_CORES = 4
export LEC_CHECK = 1
export CORE_AREA = 10 10 70 70
export DIE_AREA = 0 0 80 80

===== flow/constraint.sdc =====
current_design knight5

set clk_period 1.0
set clk_io_pct 0.2

create_clock -name clk0 -period $clk_period [get_ports {ck}]

set non_clock_inputs [all_inputs -no_clocks]
set_input_delay [expr $clk_period * $clk_io_pct] -clock clk0 $non_clock_inputs
set_output_delay [expr $clk_period * $clk_io_pct] -clock clk0 [all_outputs]

===== flow/design.v =====
module knight5bit(input ck, input res, input up, input iupper, input ilower, output out);
  reg out;
  always @(posedge ck) begin
    if (res)
      out <= 0;
    else begin
      if (up)
        out <= ilower;
      else
        out <= iupper;
    end
  end
endmodule
module knight5msb(input ck, input res, input up, input ilower, 
		output out, output oup);
  reg out;
  reg oup;
  always @(posedge ck) begin
    if (res) begin
      out <= 0;
      oup <= 1;
    end else begin
      oup <= 0;
      if (up) begin
        out <= ilower;
      end
    end
  end
endmodule
module knight5lsb(input ck, input res, input up, input iupper, 
		output out, output oup);
  reg out;
  reg oup;
  always @(posedge ck) begin
    if (res) begin
      out <= 1;
      oup <= 1;
    end else begin
      oup <= 0;
      if (!up) begin
        out <= iupper;
      end
    end
  end
endmodule
module knight5(input ck, input res, output [7:0] out);
  wire [7:0] out;
  wire upm, upl;
  reg up;
  knight5msb msb(ck, res, up, out[6], out[7], upm);
  knight5bit bit6(ck, res, up, out[7], out[5], out[6]);
  knight5bit bit5(ck, res, up, out[6], out[4], out[5]);
  knight5bit bit4(ck, res, up, out[5], out[3], out[4]);
  knight5bit bit3(ck, res, up, out[4], out[2], out[3]);
  knight5bit bit2(ck, res, up, out[3], out[1], out[2]);
  knight5bit bit1(ck, res, up, out[2], out[0], out[1]);
  knight5lsb lsb(ck, res, up, out[1], out[0], upl);
  always @(posedge ck) begin
    if (res) begin
      up <= 1;
    end else begin
    end
  end
endmodule

==> run summary <==
Initial antenna violation count: 0
Core footprint: 0.00342 mm²
Final Core Density: 0.104
Critical R2R Launch: bit1.out$_SDFF_PP0_
Number of pins with negative max-slew slack in the final report: 0
Worst setup slack for register-to-register paths: 0.44 ns
Worst path slowest cell: dfxtp_1
Pin count of the biggest net entering global routing: 8
Via density: 1.88
Power Dens Cells: 1600 mW/mm²
Average detailed-routed wire length per instance: 6.73 µm
Via count: 137
Worst flop-to-flop path endpoint: bit2.out$_SDFF_PP0_
Element type at the critical path end: output pin
WL final: 491 µm
Leakage component of the power: 0.136 nW
Count of distinct cell types in the synthesized netlist: 5
Sum of buffers and inverters on the critical path: 1
Post-route clock skew: 0.00321 ns
Hpwl dp: 345 µm
Most frequent logic cells in the routed design: 6 x nor2b_1, 6 x dfxtp_2, 6 x clkdlybuf4s15_1
Detail Route Antenna Nets: 0
Mapped Avg Cell Area: 10.7 µm²
Pre-placement core utilization: 0.0718
Post-Place Cells: 69
Die Y-Extent: 80 µm
Worst IR Drop VDD: 0.000319 V
Clock H-tree levels: 1
Result of the run: completed
Root cell of the clock tree: clkbuf_4
Layout fillers: 397
Data arrival time at the worst-slack endpoint: 0.77 ns
Layout Area Growth over Synthesis: 44.9%
DRC violation total after the first TritonRoute iteration: 0
Number of endpoints failing setup at the final stage: 0
Aggregate global routing overflow: 0
CP Launch Point: msb.out$_SDFF_PP0_
Row count: 21
Capturing element of the worst setup path: out[7]
Cell count in the Yosys report: 23
Buffer depth of the longest clock path: 2
Path length in cells of the critical path: 1
Post-route DRC: 0
CTS tree: done
First-pass iteration count of the detailed router: 1
Registers, synthesis: 7
Maximum fanout encountered on the critical timing path: 1
Period utilisation layout: 0.965
Total global routing track utilization: 0.0160
Fraction of final layout cells sized beyond drive strength 1: 0.333
Clock transition at the registers of the reported paths: 0.05 ns
Worst hold margin: 0.454 ns
Number of sinks driven by the clock tree: 7
Max incr delay on CP: 0.29 ns
Cell type group with the largest total delay on the critical path: flip-flops
Register area share after synthesis: 0.571
Cell count after synthesis: 23
Path type of the worst min-delay path: flop to flop
Post-route total power: 0.569 mW
Count of buffers from port buffering: 8
Skew-Pair Late Insertion Delay: 0.25 ns
First-pass GRT wire length: 738 µm
I/O pins: 10
Warnings from Yosys: 4
Cell depth of the worst min-delay path: 1
Worst path required time: 0.80 ns
Final critical path time including I/O delays and setup: 0.965 ns
Cells traversed along the worst timing path: dlygate4sd2_1
Die extent in x: 80 µm
Depth of the most critical reg-to-reg path: 1
Yosys synthesis chip area: 245 µm²
Maximum achievable frequency: 1040 MHz
Unrepaired setup endpoints after global routing: false
Reported max-cap violation count: 0
Netlist area before placement: 245 µm²
Number of warnings in the stage logs: 25
Final hold viol count: 0
Critical Path Source Type: flop
Vias in the first global route: 143
Overall die area: 0.00640 mm²
Routability Congestion: 0.724
ANT cells: 0
Num CTS Buffers: 3
Critical path start-end classification: flop to output pin
Tally of non-filler cells in the final layout: 73
-- stage by stage --
step	area [µm²]	setup WS (ns)	setup TNS, ns
detailed placement	323	-0.00656	-0.0185
finish	355	0.0349	0
global placement	323	-0.0223	-0.0312
floorplan	245	0.410	0
CTS	355	0.0217	0
global route	355	0.00911	0
-- worst min-delay path by stage --
| stage | start | endpoint | slack (ns) |
|---|---|---|---|
| 4_1_cts | bit4.out$_SDFF_PP0_ | bit5.out$_SDFF_PP0_ | 0.46 |
| 6_report | bit4.out$_SDFF_PP0_ | bit5.out$_SDFF_PP0_ | 0.45 |
| 5_1_grt | bit4.out$_SDFF_PP0_ | bit5.out$_SDFF_PP0_ | 0.48 |
-- state kept, by name, indices dropped and copies added, names as in the netlist --
register and flops:
bit3.out 1, bit2.out 1, bit4.out 1, bit6.out 1
msb.out 1, bit1.out 1, bit5.out 1
-- layer usage --
metal	wire, µm	vias up	global-route usage
li1	-	68	-
met1	229	57	0.0201
met2	113	12	0.0144
met3	148	0	0.0239
met4	0	0	0
met5	0	-	0
-- timing repair --
item,4_1_cts,5_1_grt
endpoints found under the setup margin,7,0
buffers inserted,0,0
hold buffers,0,0
resized,19,0
-- Yosys cell counts, drive strengths merged --
cell type / count / area [µm²]
buf: 8 / 60.1
dfxtp: 7 / 140
conb: 1 / 3.75
nor2b: 6 / 37.5
inv: 1 / 3.75
-- cells by family (layout without fill, tap and decap cells) --
| group | count (synthesis) | in the layout | synth area share |
|---|---|---|---|
| DFF | 7 | 7 | 0.571 |
| and+or+nand+nor | 6 | 6 | 0.153 |
| buffers and inverters | 9 | 13 | 0.260 |
| other | 1 | 1 | 0.0153 |
-- cell type report --
class / count / area (µm²) / area share
timing repair buffer: 8 / 78.8 / 0.222
sequential: 7 / 148 / 0.415
multi-input combinational: 7 / 41.3 / 0.116
tap: 46 / 57.6 / 0.162
inverter: 1 / 3.75 / 0.0106
clock buffer: 4 / 26.3 / 0.0739
-- power breakdown --
group          internal [mW]  switching, mW
sequential             0.289        0.00401
clock                  0.152         0.0993
combinational         0.0162        0.00839
total                  0.457          0.112
Power figures rest on the tool's default switching activity, not on a simulated workload.
