**design.v**
```verilog
module knight2(input ck, input res, output [7:0] out);
  reg out;
  reg [3:0] ct;
  always @(posedge ck or posedge res) begin
    if (res)
      ct <= 0;
    else begin
      if (ct == 4'b1101 || ct == 4'b1110 || ct == 4'b1111)
        ct <= 0;
      else
        ct <= ct + 1;
      case (ct)
      4'b0000: out <= 8'b00000001;
      4'b0001: out <= 8'b00000010;
      4'b0010: out <= 8'b00000100;
      4'b0011: out <= 8'b00001000;
      4'b0100: out <= 8'b00010000;
      4'b0101: out <= 8'b00100000;
      4'b0110: out <= 8'b01000000;
      4'b0111: out <= 8'b10000000;
      4'b1000: out <= 8'b01000000;
      4'b1001: out <= 8'b00100000;
      4'b1010: out <= 8'b00010000;
      4'b1011: out <= 8'b00001000;
      4'b1100: out <= 8'b00000100;
      4'b1101: out <= 8'b00000010;
      endcase
    end
  end
endmodule
```
**run.sh**
```bash
#!/bin/bash
# OpenROAD 26Q1-2900-gdf79404cd8, Yosys 0.63+post, stock flow scripts
make -C /OpenROAD-flow-scripts/flow DESIGN_CONFIG=/design/flow/config.mk WORK_HOME=/design/flow/orfs finish
```
**config.mk**
```make
export PLATFORM = sky130hd
export DESIGN_NAME = knight2
export DESIGN_NICKNAME = knight2
export VERILOG_FILES = /design/flow/design.v
export SDC_FILE = /design/flow/constraint.sdc
export NUM_CORES = 4
export LEC_CHECK = 1
export CORE_AREA = 10 10 70 70
export DIE_AREA = 0 0 80 80
```
**constraint.sdc**
```tcl
current_design knight2

set clk_period 2.1
set clk_io_pct 0.2

create_clock -name clk0 -period $clk_period [get_ports {ck}]

set non_clock_inputs [all_inputs -no_clocks]
set_input_delay [expr $clk_period * $clk_io_pct] -clock clk0 $non_clock_inputs
set_output_delay [expr $clk_period * $clk_io_pct] -clock clk0 [all_outputs]
```
==> flow_summary.ini <==
; generated from flow reports
[run_status]
status = finished clean

[setup_path]
critPathArrivalTime_ps = 1680
r2r_end = out[7]$_DFFE_PP_
rr_worst_depth = 4
path_max_fanout = 8
crit_required_ps = 2040
startpoint_type = flop
timing.rr.start = ct[0]$_DFF_PP0_
cp-end-kind = flop
crit_type = flop to flop
rrSetupSlack_ps = 360

[run]
warnings = 28
drv_cap = 0

[global_routing]
grt_overflow_total = 0
grt_usage_pct = 2.96
grt_first_pass_wirelength_um = 1550
grt_pass1_vias = 359
antenna_found_initial = 0
grt_start_max_net_pins = 12

[yosys]
syn_area_per_cell_um2 = 12.5
synth_cells = 48
synth-main-ff-cell = edfxtp_1
netlist_area_um2 = 602
ys_cells = 48
synth-area-yosys_um2 = 602
synth_async_sr_flop_share_pct = 33.3
ys_ff = 12
post_synth_num_cell_types = 27
synth-edff-count = 8
yosysWarnings = 1
ys_seq_share_pct = 56.5

[sta]
finalMaxSlewViolations = 0
skew_ps = 6.25
rsz0062_at_grt = false
relSlewSlack_pct = 78.2
fin_crit_ps = 1740
max_freq_mhz = 575
min_period_over_period_pct = 82.9
finalSetupViolations = 0
finalHoldViolations = 0
tightestPinTransition_ps = 327
fin_setup_tns_ps = 0

[route]
drt_iter0_markers = 23
drc = 0
wire_per_inst_um = 9.10
finalWirelength_um = 955
drt_first_pass_iters = 4
ant_nets = 0
antenna_cells = 0
avgViaCountPerCell = 3.77
vias = 396

[die]
die_w_um = 80
dieArea_um2 = 6400
core_util_floorplan_pct = 17.6
dieHeight_um = 80
fp-row-count = 21
core_area_um2 = 3420
ios = 10

[cells_and_area]
fillers = 372
seq_area_um2 = 340
fin_cells = 105
comb_area_um2 = 230
syn_to_final_growth_pct = 26.8
final_layout_size_suffix_gt1_share_pct = 11.9

[place]
dp_cells = 101
routabilityCongestion = 0.732
numPortBuffers = 9
dp_hpwl_um = 731

[clocking]
htree_levels = 1
clkTransAtPathRegs_ps = 70
postCtsSetupRepairBufs = 0
clkLatencyLatePin_ps = 270
cts_made_buffers = 3
clock_path_buffers = 2
cts_resized = 0
postCtsHoldBufs = 0
cts_sinks = 12
cts_tree = built
cts_root_buf = clkbuf_4

[pwr]
p_per_area_nw_per_um2 = 539
irDropWorstVdd_mv = 0.139
power_leakage_nw = 0.297

[worst_hold_path]
hp-class = input port to asynchronous set/reset pin
## stage by stage
stage               total power [mW]  util, %  setup slack (ps)  hold WS (ps)  area (um2)
detailed placement             0.275     21.6               377           531         737
floorplan                      0.265        -               558           194         602
global placement               0.274     21.6               442           522         737
finish                         0.411     22.3               360           330         763
CTS                            0.417     22.3               369           330         763
global route                   0.426     22.3               248           331         763
## how the worst max path moves through the flow
stage / depth (start not counted) / start / end
CTS: 4 / ct[0]$_DFF_PP0_ / out[1]$_DFFE_PP_
global route: 4 / ct[0]$_DFF_PP0_ / out[7]$_DFFE_PP_
finish: 4 / ct[0]$_DFF_PP0_ / out[7]$_DFFE_PP_
## where the power goes
| part | internal [mW] | total [mW] | switching (mW) | leakage [nW] |
|---|---|---|---|---|
| registers | 0.255 | 0.256 | 0.000851 | 0.133 |
| clock network | 0.0688 | 0.142 | 0.0733 | 0.0154 |
| logic | 0.00791 | 0.0128 | 0.00486 | 0.149 |
| total | 0.332 | 0.411 | 0.0790 | 0.297 |
## cells by family (layout without fill, tap and decap cells)
| logic type | count (synthesis) | count (layout) | synth area share [%] |
|---|---|---|---|
| AND/OR/NAND/NOR | 13 | 13 | 14.6 |
| flip-flops | 12 | 12 | 56.5 |
| buffers and inverters | 7 | 18 | 5.20 |
| adder cells (fa/ha/maj) | 4 | 4 | 8.32 |
| AND-OR/OR-AND | 11 | 11 | 13.9 |
| XOR/XNOR | 1 | 1 | 1.46 |
## synth_stat cells, types with 2 or more instances
master | n | share of area, %
edfxtp_1 | 8 | 40
inv_1 | 5 | 3.1
a31oi_1 | 2 | 2.1
ha_1 | 4 | 8.3
a22o_1 | 2 | 2.9
nor2b_1 | 2 | 2.1
dfrtp_1 | 4 | 17
o21a_1 | 2 | 2.5
## registers in the layout (all words and copies together), names as in the netlist
register	flops
out	8
ct	4
## cells in the final DEF (no fill, tap or decap), types with 2 or more instances in the layout
cell	Yosys	layout
a31oi_1	2	2
clkbuf_4	0	3
a22o_1	2	2
nor2b_1	2	2
o21a_1	2	2
ha_1	4	4
inv_1	5	5
dfrtp_1	4	4
clkdlybuf4s50_1	0	9
edfxtp_1	8	8
## routing by layer
| layer | vias to the layer above | GRT usage [%] | part of all wire, % |
|---|---|---|---|
| met2 | 16 | 3.77 | 35 |
| li1 | 199 | - | - |
| met5 | - | 0 | 0 |
| met1 | 177 | 3.75 | 49 |
| met4 | 0 | 0.704 | 2.0 |
| met3 | 4 | 2.39 | 14 |
## layout make-up
class | count | share of cell area (%)
clock buffers | 3 | 2.95
clock inverters | 1 | 0.492
inverters | 5 | 2.46
multi-input cells | 29 | 30.2
flip-flops and latches | 12 | 44.6
well taps | 46 | 7.54
repair buffers | 9 | 11.8
## critical path, stage by stage (launching register included)
cell,delay [ps]
dfrtp_1,440
inv_1,100
ha_1,290
a2bb2oi_1,230
o21a_1,350
No activity file was given, so power comes from the tool's default toggle rates.
